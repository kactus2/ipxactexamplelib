==> design.v <==
module spi_slave #(
    parameter                              SLAVE_ID         = 0
) (
    input                               clk_in,
    input                               data_in,
    input                               slave_select_in,
    output reg                          data_out,
    input                               rst_in     
);
    localparam BYTE_SIZE = 8;  
    localparam BYTE_INDEX_SIZE = $clog2(BYTE_SIZE);  
    reg [BYTE_SIZE-1:0] data_recv;
    reg [BYTE_SIZE-1:0] data_send;
    reg [BYTE_INDEX_SIZE-1:0] send_iterator;
    reg [BYTE_INDEX_SIZE-1:0] recv_iterator;
    reg transferring;
    reg transferred;
    always @(posedge clk_in or posedge rst_in) begin
        if(rst_in == 1'b1) begin
            data_recv <= 0;
            data_send <= 8'hAA;
            send_iterator <= 1;
            recv_iterator <= 0;
            data_out <= 1'bz;
            transferring <= 1;
            transferred <= 0;
        end
        else begin
            if (transferring == 1'b0) begin
                data_out <= data_send[send_iterator];
                if (!transferred) begin
                    data_recv[recv_iterator] <= data_in;
                    recv_iterator <= recv_iterator + 1;
                end
                else
                    data_send <= data_recv;
                 if (send_iterator < BYTE_SIZE - 1) begin
                    send_iterator <= send_iterator + 1;
                 end
                 if (recv_iterator >= BYTE_SIZE - 1) begin
                    transferred <= 1;
                 end
            end
            else begin
                if (slave_select_in == 1'b0) begin
                    data_out <= data_send[0];
                    transferred <= 0;
                    send_iterator <= 1;
                    recv_iterator <= 0;
                end
                else begin
                    data_out <= 1'bz;
                end
            end
            transferring <= slave_select_in;
        end
    end
endmodule
==> run.sh <==
#!/bin/bash
# OpenROAD 26Q1-2900-gdf79404cd8, Yosys 0.63+post, stock flow scripts
make -C /OpenROAD-flow-scripts/flow DESIGN_CONFIG=/design/flow/config.mk WORK_HOME=/design/flow/orfs finish
==> config.mk <==
export PLATFORM = sky130hd
export DESIGN_NAME = spi_slave
export DESIGN_NICKNAME = spi_slave
export VERILOG_FILES = /design/flow/design.v
export SDC_FILE = /design/flow/constraint.sdc
export NUM_CORES = 4
export LEC_CHECK = 1
export CORE_AREA = 10 10 105 105
export DIE_AREA = 0 0 115 115
==> constraint.sdc <==
current_design spi_slave

set clk_period 2.0
set clk_io_pct 0.2

create_clock -name clk0 -period $clk_period [get_ports {clk_in}]

set non_clock_inputs [all_inputs -no_clocks]
set_input_delay [expr $clk_period * $clk_io_pct] -clock clk0 $non_clock_inputs
set_output_delay [expr $clk_period * $clk_io_pct] -clock clk0 [all_outputs]
==> metrics.yaml <==
hp-start: "data_recv[3]$_DFFE_PP0P_"
drt_pass1_iterations: 4
min_period_ns: 1.85
ys.flop_type: "dfrtp_1"
cp_slowest_stage_delay_ns: 0.55
dp_hpwl_mm: 1.55
synthXorXnorAreaFrac_pct: 2.57
most_common_cell: "dfrtp_1"
grt_start_max_net_pins: 26
gp_congestion: 0.817
cts_root_buf: "clkbuf_8"
hold_viol_final: 0
top_cell_area_share_pct: 37.6
met1_usage_pct: 5.01
ys_async_sr_fraction_pct: 100
dpl.cell_count: 216
startpoint: "recv_iterator[0]$_DFFE_PP0P_"
drt-total-wl_mm: 2.20
ys_ff: 25
warnings: 29
grt_pass1_vias: 713
yosys.area_share.simple_pct: 13.1
enable_flop_cells: 0
max_freq_mhz: 540
finalSetupViolCount: 0
synth_cells: 109
ys_warn_count: 3
htreeDepth: 1
met3_usage_pct: 0.897
ys_cells: 109
fin_total_pwr_mw: 1.97
io_pins: 5
finalSetupTns_ns: 0
areaGrowthSynthToFinish_pct: 15.9
cts_tree: "built"
max-slew-margin-rel_pct: 46.2
slowest_stage: "dfrtp_1"
hold_path.class: "reg2reg"
clock_latency_ns: 0.27
drcViolationCount: 0
path_cells: "inv_1, ha_1, xnor2_2, nand4b_1, mux2_1"
cp-start-kind: "register"
ir_drop_v: 0.000416
netlist_logic_family_top: "simple AND/OR/NAND/NOR gates"
wl_per_cell_microns: 9.98
p_leak_nw: 0.592
yosys_area_sq_um: 1260
path_buffers: 1
worst_slew_pin_slew_ns: 0.804
finalMaxSlewViolations: 0
cap_viol_max_count: 0
core_region_area_sq_um: 8760
viasPerCell: 3.57
grt_antenna_before_repair: 0
cts_buffers: 3
die_x_microns: 115
r2r_start: "recv_iterator[0]$_DFFE_PP0P_"
crit_fanout: 11
port_buffers: 4
cts_hold_buffers: 0
drive_gt1_share_pct: 17.0
clock_sinks: 25
gr-usage-met2_pct: 4.73
drtIter0Drc: 37
seq_area_frac_synth_pct: 50.0
rsz0062_at_grt: "false"
fp_util_pct: 14.4
die_h_microns: 115
grt_pass1_wl_mm: 3.62
adder_share_pct: 6.92
status: "finished clean"
synth_area_sq_um: 1260
fin_skew_ns: 0.00418
path_class: "reg2reg"
synth_area_per_cell_sq_um: 11.6
postCtsSetupBuffers: 0
grt-busiest-layer: "met1"
top_cells_by_area: "dfrtp_1 38%, dfstp_2 12%, mux2_1 7.1%"
ys_sh_mux_pct: 12.7
synthAoiAreaFrac_pct: 11.7
diodes: 0
path_delay_family: "flip-flops"
post-route-period-util_pct: 92.6
synth.distinct_cells: 34
grt_use_total_pct: 3.29
die_area_sq_um: 13200
vias: 785
p_per_area_nw_per_um2: 1350
cts-resized-gates: 0
grt-ovfl-total: 0
crit_arrival_ns: 2.01
synthTopCellsByCount: "19 x dfrtp_1, 11 x nand2_1, 9 x nand3_1"
fin_cells: 220
top_area_cell: "dfrtp_1"
end_kind: "register"
ant_nets: 0
required_ns: 2.16
clkSlewWorstSetupHoldPaths_ns: 0.09
rows: 34
cts_buffer_depth: 2
[state kept, by name, summed over array words and instances, names as in the netlist]
name           flops
data_recv          8
data_send          8
recv_iterator      3
send_iterator      3
data_out           1
transferred        1
transferring       1
[cell usage in the layout (no fill, tap or decap), types with 2 or more instances in the layout]
cell type / synthesis / routed
dfrtp_1: 19 / 19
nand2_1: 11 / 11
nand3_1: 9 / 9
mux2_1: 8 / 8
ha_1: 7 / 7
dfstp_2: 6 / 6
nor2_1: 5 / 5
o2bb2ai_1: 4 / 4
mux2_2: 4 / 4
clkdlybuf4s50_1: 0 / 4
inv_1: 3 / 3
clkbuf_8: 0 / 3
a32o_1: 2 / 2
nand2b_1: 2 / 2
a31oi_1: 2 / 2
a211oi_1: 2 / 2
o21ai_0: 2 / 2
[area by class of cell]
type,instances,area (sq um)
Clock inverter,1,5.00
Fill cell,978,7300
Clock buffer,3,41.3
Multi-Input combinational cell,75,593
Sequential cell,25,633
Inverter,3,11.3
Tap cell,108,135
Timing Repair Buffer,5,47.5
[report_power, final]
| group | total (mW) | internal (mW) | switching, mW |
|---|---|---|---|
| Clock | 0.300 | 0.139 | 0.161 |
| Sequential | 0.952 | 0.741 | 0.212 |
| Combinational | 0.722 | 0.373 | 0.349 |
[final timing paths]
path                                                      to  slack, ns  cells past startpoint
worst max-delay path                data_recv[4]$_DFFE_PP0P_       0.15                      5
worst min register to register      data_recv[3]$_DFFE_PP0P_       0.49                      1
worst max register to register      data_recv[4]$_DFFE_PP0P_       0.15                      5
min in group asynchronous           data_send[6]$_DFFE_PP0P_       0.51                      3
worst min-delay path                data_recv[3]$_DFFE_PP0P_       0.49                      1
max in group asynchronous       send_iterator[0]$_DFFE_PP1P_       1.20                      3
[metal layers]
layer	vias up	routed length, microns
li1	402	-
met1	375	1210
met2	6	914
met3	2	50
met4	0	23
met5	-	0
[through the flow]
| step | instance area [sq um] | utilization (%) | worst slack (ns) | hold slack (ns) |
|---|---|---|---|---|
| 2_1_floorplan | 1260 | - | 0.227 | 0.404 |
| 3_3_place_gp | 1420 | 16.2 | 0.241 | 0.475 |
| 3_5_place_dp | 1420 | 16.2 | 0.182 | 0.478 |
| 4_1_cts | 1470 | 16.7 | 0.158 | 0.503 |
| 5_1_grt | 1470 | 16.7 | 0.0171 | 0.521 |
| 6_report | 1470 | 16.7 | 0.148 | 0.494 |
[cell families after synthesis]
| logic type | after synthesis |
|---|---|
| and+or+nand+nor | 33 |
| DFF | 25 |
| AOI/OAI and AO/OA | 19 |
| muxes | 14 |
| buffers and inverters | 9 |
| adders and majority gates | 7 |
| xor gates and xnor gates | 2 |
