==> constraint.sdc <==
current_design wishbone_bus

set clk_period 27.7
set clk_io_pct 0.2

create_clock -name clk0 -period $clk_period

set non_clock_inputs [all_inputs -no_clocks]
set_input_delay [expr $clk_period * $clk_io_pct] -clock clk0 $non_clock_inputs
set_output_delay [expr $clk_period * $clk_io_pct] -clock clk0 [all_outputs]
==> run.sh <==
#!/bin/bash
# OpenROAD 26Q1-2900-gdf79404cd8, Yosys 0.63+post, stock flow scripts
make -C /OpenROAD-flow-scripts/flow DESIGN_CONFIG=/design/flow/config.mk WORK_HOME=/design/flow/orfs finish
==> config.mk <==
export PLATFORM = sky130hd
export DESIGN_NAME = wishbone_bus
export DESIGN_NICKNAME = wishbone_bus
export VERILOG_FILES = /design/flow/design.v
export SDC_FILE = /design/flow/constraint.sdc
export NUM_CORES = 4
export LEC_CHECK = 1
export CORE_AREA = 10 10 200 200
export DIE_AREA = 0 0 210 210
==> design.v <==
module wishbone_bus #(
    parameter                              ADDR_WIDTH       = 32,
    parameter                              DATA_WIDTH       = 32,
    parameter                              SLAVE_0_BASE     = 'h0100,
    parameter                              SLAVE_1_BASE     = 'h0200,
    parameter                              SLAVE_2_BASE     = 'h0300,
    parameter                              SLAVE_3_BASE     = 'h0400,
    parameter                              SLAVE_RANGE      = 'h0040
) (
    input          [ADDR_WIDTH-1:0]     adr_master,
    input                               cyc_master,
    input          [DATA_WIDTH-1:0]     dat_ms_master,
    input                               stb_master,
    input                               we_master,
    output reg                          ack_master,
    output reg     [DATA_WIDTH-1:0]     dat_sm_master,
    output reg                          err_master,
    input                               ack_slave_0,
    input          [DATA_WIDTH-1:0]     dat_sm_slave_0,
    input                               err_slave_0,
    output         [ADDR_WIDTH-1:0]     adr_slave_0,
    output                              cyc_slave_0,
    output         [DATA_WIDTH-1:0]     dat_ms_slave_0,
    output                              stb_slave_0,
    output                              we_slave_0,
    input                               ack_slave_1,
    input          [DATA_WIDTH-1:0]     dat_sm_slave_1,
    input                               err_slave_1,
    output         [ADDR_WIDTH-1:0]     adr_slave_1,
    output                              cyc_slave_1,
    output         [DATA_WIDTH-1:0]     dat_ms_slave_1,
    output                              stb_slave_1,
    output                              we_slave_1,
    input                               ack_slave_2,
    input          [DATA_WIDTH-1:0]     dat_sm_slave_2,
    input                               err_slave_2,
    output         [ADDR_WIDTH-1:0]     adr_slave_2,
    output                              cyc_slave_2,
    output         [DATA_WIDTH-1:0]     dat_ms_slave_2,
    output                              stb_slave_2,
    output                              we_slave_2,
    input                               ack_slave_3,
    input          [DATA_WIDTH-1:0]     dat_sm_slave_3,
    input                               err_slave_3,
    output         [ADDR_WIDTH-1:0]     adr_slave_3,
    output                              cyc_slave_3,
    output         [DATA_WIDTH-1:0]     dat_ms_slave_3,
    output                              stb_slave_3,
    output                              we_slave_3
);
    assign adr_slave_0 = adr_master;
    assign cyc_slave_0 = cyc_master;
    assign dat_ms_slave_0 = dat_ms_master;
    assign we_slave_0 = we_master;
    assign adr_slave_1 = adr_master;
    assign cyc_slave_1 = cyc_master;
    assign dat_ms_slave_1 = dat_ms_master;
    assign we_slave_1 = we_master;
    assign adr_slave_2 = adr_master;
    assign cyc_slave_2 = cyc_master;
    assign dat_ms_slave_2 = dat_ms_master;
    assign we_slave_2 = we_master;
    assign adr_slave_3 = adr_master;
    assign cyc_slave_3 = cyc_master;
    assign dat_ms_slave_3 = dat_ms_master;
    assign we_slave_3 = we_master;
    wire slave_0_sel = (adr_master >= SLAVE_0_BASE && adr_master < SLAVE_0_BASE+SLAVE_RANGE) ? 1 : 0;
    wire slave_1_sel = (adr_master >= SLAVE_1_BASE && adr_master < SLAVE_1_BASE+SLAVE_RANGE) ? 1 : 0;
    wire slave_2_sel = (adr_master >= SLAVE_2_BASE && adr_master < SLAVE_2_BASE+SLAVE_RANGE) ? 1 : 0;
    wire slave_3_sel = (adr_master >= SLAVE_3_BASE && adr_master < SLAVE_3_BASE+SLAVE_RANGE) ? 1 : 0;
    always @* begin
        if (slave_0_sel) begin
            dat_sm_master <= dat_sm_slave_0;
            ack_master <= ack_slave_0;
            err_master <= err_slave_0;
        end
        else if (slave_1_sel) begin
            dat_sm_master <= dat_sm_slave_1;
            ack_master <= ack_slave_1;
            err_master <= err_slave_1;
        end
        else if (slave_2_sel) begin
            dat_sm_master <= dat_sm_slave_2;
            ack_master <= ack_slave_2;
            err_master <= err_slave_2;
        end
        else if (slave_3_sel) begin
            dat_sm_master <= dat_sm_slave_3;
            ack_master <= ack_slave_3;
            err_master <= err_slave_3;
        end
        else begin
            dat_sm_master <= 0;
            ack_master <= 0;
            err_master <= 0;
        end
    end
    assign stb_slave_0 = slave_0_sel ? stb_master : 0;
    assign stb_slave_1 = slave_1_sel ? stb_master : 0;
    assign stb_slave_2 = slave_2_sel ? stb_master : 0;
    assign stb_slave_3 = slave_3_sel ? stb_master : 0;
endmodule
==> summary.rpt <==
================================================================================
Result of the run                                                   complete, no violations
Half-perimeter wire length of the detailed placement result             15.16 mm
Design internal power                                                 0.03529 mW
Combined area of all synthesized cells                                 3327 um^2
Max-Slew Margin vs Limit                                                  38.53%
Category of the worst setup path launch point                          input pin
Row count                                                                     69
Endpoint class of the critical path                                  output port
Number of post-CTS setup repair buffers                                        0
Most Frequent Cell on Critical Path                                 sky130_fd_sc_hd__clkdlybuf4s50_1
WL final                                                                18.27 mm
Initial antenna violation count                                                1
Sum Neg Setup Slack                                                         0 ns
Share of power burned in registers                                            0%
Unique cell types                                                             20
Most frequent cells after synthesis                                 sky130_fd_sc_hd__buf_4, sky130_fd_sc_hd__nand2b_1, sky130_fd_sc_hd__or3_1, sky130_fd_sc_hd__a22o_1, sky130_fd_sc_hd__a32o_1
Worst path buffer plus inverter count                                          3
Number of warnings the tools reported                                         32
Period minus WS final                                                   14.30 ns
Post-Synthesis Mean Instance Area                                     7.426 um^2
Share of the synthesized area in the top cell type                        59.80%
Count of synthesis-stage warnings from yosys                                   1
Maximum Capacitance Violations                                                 0
Routed wire per std cell                                                19.60 um
Synth Seq Share                                                               0%
RSZ-0062 raised after global routing                                       false
Highest ir drop seen on vdd                                         0.000005335 V
Static power due to leakage                                             1.534 nW
Flop count                                                                     0
Number of global-route vias before repair                                  3,531
Die width                                                                 210 um
Slew at the pin closest to its max-slew limit                          0.9191 ns
Layout area overhead                                                      47.50%
Largest net degree at the start of global routing                             42
Slowest library cell on the worst path                              sky130_fd_sc_hd__nor4_1
Total core area                                                      35,570 um^2
Highest attainable clock frequency                                     69.93 MHz
Top Ports                                                                    505
Post-synthesis instance total                                                448
Post-detailed-route via-to-cell ratio                                      3.224
Die area                                                             44,100 um^2
Worst path cell trace                                               clkdlybuf4s50_1 > nor4_1 > and4_1 > and4_2 > buf_4 > a32o_1 > clkdlybuf4s50_1
First-pass iteration count of the detailed router                              4
Psw                                                                   0.01316 mW
PortBufs                                                                     305
Type of the tightest min-delay check                                input pin to output port
CTS Hold Bufs                                                                  0
CP arrival                                                               8.76 ns
Cell total in the yosys stat output                                          448
Placed cell areas                                                      4907 um^2
Post-synthesis cell type with the largest instance count            sky130_fd_sc_hd__buf_4
Net switching share of the total power                                    27.16%
All-Layer GR Usage                                                        7.659%
CP top delay family                                                 simple AND/OR/NAND/NOR gates
Violation count after the first detailed-routing iteration                   152
Diode insertion count for antenna repair                                       0
Final cell area excluding filler cells                                 4907 um^2
Number of setup violations in the final report                                 0
Drc violations                                                                 0
Yosys stat chip area                                                   3327 um^2
Clock buffer count in the final layout                                         0
Effective utilization at floorplan                                        9.353%
Vias post-DR                                                               3,005
Slew Viols, Final                                                              0
Critical path data required time                                        22.16 ns
GRT overflow                                                                   0
Routability congestion estimate from global placement                     0.7347
Area leader, netlist                                                sky130_fd_sc_hd__buf_4
Worst stage delay on the critical path                                   0.60 ns
Period utilisation layout                                                 51.62%
Cell types occupying the most area after synthesis                  sky130_fd_sc_hd__buf_4, sky130_fd_sc_hd__a32o_1, sky130_fd_sc_hd__a22o_1
Hold Fails Final Rpt                                                           0
First-pass GRT wire length                                              24.99 mm
Number of nets with antenna violations after routing                           0
Clock power share                                                             0%
Register area                                                             0 um^2
Fraction of final layout cells with drive strength greater than 1         3.397%
Share of total power in combinational logic                               100.0%
Critical path class                                                 input pin to output port
Cell area power density                                             9.873 nW/um^2
# resized after CTS                                                            0
Largest fanout on the critical path                                           21
Die height                                                                210 um
================================================================================
layer usage:
| layer | vias to the layer above | track usage [%] | wire (um) | share of wire (%) |
|---|---|---|---|---|
| li1 | 1331 | - | - | - |
| met1 | 1361 | 7.514 | 6079 | 33 |
| met2 | 239 | 14.23 | 9331 | 51 |
| met3 | 72 | 2.994 | 2140 | 12 |
| met4 | 2 | 2.704 | 706 | 3.9 |
| met5 | - | 0 | 13 | 0.071 |
power groups by stage:
| stage | Sequential, mW | Combinational [mW] | Clock, mW |
|---|---|---|---|
| global route | 0 | 0.0523 | 0 |
| CTS | 0 | 0.0500 | 0 |
| finish | 0 | 0.0485 | 0 |
layout make-up:
type                       count  area, um^2
multi-input combinational    157        1219
inverter                       1       3.754
timing repair buffer         313        3108
fill                        4069       30660
tap                          461       576.8
through the flow:
step	worst slack [ns]	util [%]	power (mW)	cells	hold WS, ns
after detailed placement	13.11	13.80	0.04945	932	11.08
after CTS	13.12	13.80	0.04996	932	11.08
after floorplan	15.33	-	0.02874	448	11.15
after global placement	13.12	13.80	0.04965	932	11.08
final	13.40	13.80	0.04845	932	11.08
after global routing	13.12	13.80	0.05231	932	11.08
worst paths after layout:
path	start	to	slack (ns)	cells after the start
max	adr_master[25]	dat_sm_master[28]	13.40	7
min	adr_master[0]	adr_slave_0[0]	11.08	0
logic make-up after synthesis:
kind of cell / after synthesis / synth area share, %
compound gates: 68 / 19.18
buf+inv: 291 / 63.71
simple gates: 89 / 17.11
cell usage in the layout (no fill, tap or decap), types with 2 or more instances in the layout:
master,count
sky130_fd_sc_hd__clkdlybuf4s50_1,304
sky130_fd_sc_hd__nand2b_1,34
sky130_fd_sc_hd__a32o_1,34
sky130_fd_sc_hd__buf_4,8
sky130_fd_sc_hd__nor3_1,2
sky130_fd_sc_hd__nor2_1,2
sky130_fd_sc_hd__nor4_1,4
sky130_fd_sc_hd__or3_1,35
sky130_fd_sc_hd__a22o_1,34
sky130_fd_sc_hd__nand2_1,2
No activity file was given, so power comes from the tool's default toggle rates.
